File: design/flow/config.mk
export PLATFORM = sky130hd
export DESIGN_NAME = led_blinker
export DESIGN_NICKNAME = led_blinker
export VERILOG_FILES = /design/flow/design.v
export SDC_FILE = /design/flow/constraint.sdc
export NUM_CORES = 4
export LEC_CHECK = 1
export CORE_AREA = 10 10 70 70
export DIE_AREA = 0 0 80 80
File: design/flow/constraint.sdc
current_design led_blinker

set clk_period 4.1
set clk_io_pct 0.2

create_clock -name clk0 -period $clk_period [get_ports {clk}]

set non_clock_inputs [all_inputs -no_clocks]
set_input_delay [expr $clk_period * $clk_io_pct] -clock clk0 $non_clock_inputs
set_output_delay [expr $clk_period * $clk_io_pct] -clock clk0 [all_outputs]
File: design/flow/design.v
module led_blinker (
    input wire clk,
    output reg led
);
    reg [15:0] counter;
    initial begin
        counter = 0;
        led = 0;
    end
    always @(posedge clk) begin
        if (counter == 16'hFFFF) begin
            counter <= 0;
            led <= ~led;  
        end else begin
            counter <= counter + 1;
        end
    end
endmodule
File: design/flow/run.sh
#!/bin/bash
# OpenROAD 26Q1-2900-gdf79404cd8, Yosys 0.63+post, stock flow scripts
make -C /OpenROAD-flow-scripts/flow DESIGN_CONFIG=/design/flow/config.mk WORK_HOME=/design/flow/orfs finish
==> flow_summary_export.csv <==
group,metric,value,unit
placement,dp_hpwl,827.8,um
power,p_leak,0.2871,nW
logic_synthesis,xor_share,0.1438,
finish,drive_gt1_frac,0.07595,
clock_tree,cts_inserted_buffers,3,
drt,highest_layer,"met4",
logic_synthesis,synth_warnings,1,
logic_synthesis,topCombFamilyByArea,"simple AND/OR/NAND/NOR gates",
critical_path,crit_buf_inv,1,
drt,firstDrtPassIters,4,
global_route,overflow,0,
drt,antenna_left,0,
critical_path,reg2regPathDepth,4,
logic_synthesis,netlist_area,730.7,um^2
drt,wl_met3,66,um
drt,vias,542,
placement,io_buffers,1,
drt,wl_met1,570,um
sta,whs,0.4598,ns
sta,drv_slew,0,
outcome,outcome,"completed",
logic_synthesis,ff_type,"dfxtp_1",
drt,wl_per_cell,8.928,um
logic_synthesis,async_reset_ff_frac,0,
clock_tree,clockBufferDepth,2,
critical_path,path_class,"register to output port",
logic_synthesis,synth-edff-count,1,
sta,finalSetupViolCount,0,
sta,worst_slew_pin_slew,0.4256,ns
sta,finalHoldViolCount,0,
logic_synthesis,yosys.area.top_type,"dfxtp_1",
clock_tree,cts.clk_slew.worst_paths,0.08,ns
critical_path,critPathMaxFanout,2,
clock_tree,numClockSinks,17,
drt,dr_wl_met2,465,um
critical_path,cp_num_cells,1,
placement,place_inst,121,
logic_synthesis,synth.most_common_cell,"dfxtp_1",
drt,drc,0,
logic_synthesis,ys_cells,78,
critical_path,crit_path_max_incr_delay,0.46,ns
drt,routed_via_density,4.336,
critical_path,cp.arrival,1.09,ns
critical_path,critPathLaunchType,"register",
floorplan,fp_util,0.2139,
clock_tree,cts_tree,"done",
drt,diodes,0,
sta,fin_crit,1.914,ns
drt,wl,1116,um
logic_synthesis,fa_ha_area_frac,0.01712,
floorplan,ios,2,
job,tool_warnings,25,
sta,rsz0062_at_grt,"no",
floorplan,num_rows,21,
sta,final.period_utilization,0.4669,
logic_synthesis,ys_types,25,
logic_synthesis,compound_area_frac,0.03596,
clock_tree,root_buffer,"clkbuf_4",
job,max_cap_viol_count,0,
critical_path,crit_path_end_kind,"output port",
global_route,grt_antenna_before_repair,0,
logic_synthesis,ys.flops,17,
logic_synthesis,top_area_frac,0.4384,
sta,skew,0.004135,ns
global_route,grt_usage,0.03468,
floorplan,core-area,0.003416,mm^2
sta,fin_tns_setup,0,ns
clock_tree,cts_setup_buffers,0,
power,power.density,309.0,mW/mm^2
logic_synthesis,synth_chip_area,730.7,um^2
logic_synthesis,common_cells,"dfxtp_1, nor2_1, nand4_1, xnor2_1, xor2_1",
critical_path,cp_top_family,"buffers and inverters",
logic_synthesis,mux_share,0,
logic_synthesis,netlist_instances,78,
critical_path,crit_required,3.28,ns
global_route,grt_pass1_vias,428,
clock_tree,h-tree-depth,1,
placement,gp_congestion,0.8247,
finish,finalInstanceArea,809.5,um^2
sta,max_freq,522.4,MHz
global_route,grt_pass1_wl,1863,um
logic_synthesis,ys_top_cells_by_area,"dfxtp_1, xnor2_1, xor2_1",
critical_path,slowest_stage,"clkdlybuf4s50_1",
finish,area_delta_synth_final,10.79,%
logic_synthesis,ys_seq_share,0.4795,
finish,finalNonFillerCells,125,
clock_tree,cts-resized-gates,0,
critical_path,path_cells,"clkdlybuf4s50_1",
logic_synthesis,yosys.area_share.simple,0.2928,
power,ir_drop,0.1043,mV
global_route,grt_start_max_net_pins,10,
hold_path,min_path_type,"register to register",
clock_tree,hold_buffers,0,
floorplan,die_w,80,um
hold_path,min_path_cells,1,
placement,place_area,783.3,um^2
drt,drtIter0Drc,64,
logic_synthesis,synth.avg_cell_area,9.368,um^2
clock_tree,clock_latency,0.28,ns
floorplan,dieArea,0.006400,mm^2
floorplan,die_y,80,um
sta,slew_headroom,0.7147,
-- cell families (layout without fill, tap and decap cells) --
family / after synthesis / count (layout)
AOI/OAI and AO/OA: 4 / 4
and+or+nand+nor: 38 / 38
adders and majority gates: 1 / 1
buffers and inverters: 6 / 7
DFF: 17 / 17
xor gates and xnor gates: 12 / 12
-- sequential cells by signal, indices dropped and copies added (netlist names) --
signal   cells
counter     16
led          1
-- stage by stage --
stage / utilization / power, W / setup slack [ns]
after global routing: 0.2370 / 0.0002613 / 2.109
after CTS: 0.2370 / 0.0002519 / 2.165
final: 0.2370 / 0.0002501 / 2.186
after floorplan: - / 0.0001702 / 2.584
after detailed placement: 0.2293 / 0.0001702 / 2.480
after global placement: 0.2293 / 0.0001702 / 2.482
-- final timing paths --
check                      to         from  slack [ns]
hold reg to reg   counter[12]  counter[12]        0.46
setup reg to reg  counter[15]   counter[8]        2.46
hold / removal    counter[12]  counter[12]        0.46
setup / recovery          led          led        2.19
-- worst register-to-register path, stage by stage (launching register included) --
cell	delay [ns]
dfxtp_1	0.45
nand3_2	0.12
or3_4	0.43
or4_1	0.51
nand2_1	0.08
-- per-layer routing --
layer  track usage  vias up
met5             0        -
met4      0.008803        0
met3       0.01591        2
met2       0.04976       11
met1       0.04608      257
li1              -      272
-- layout make-up --
cell class,instances,area [um^2]
Clock buffer,4,26.28
Inverter,2,7.507
Sequential cell,17,350.3
Fill cell,364,2606
Timing Repair Buffer,1,10.01
Tap cell,46,57.56
Multi-Input combinational cell,55,357.8
-- power breakdown --
group	switching [W]	internal (W)
clock	0.0000461	0.0000377
sequential	0	0.000166
combinational	0	0
-- cell usage in the layout, fill, tap and decap left out --
cell,instances
and2_1,1
and3_1,4
and4_1,1
clkbuf_1,1
clkbuf_4,3
clkdlybuf4s50_1,1
dfxtp_1,16
edfxtp_1,1
ha_1,1
inv_1,2
nand2_1,5
nand2b_1,1
nand3_1,5
nand3_2,1
nand4_1,6
nor2_1,8
nor2b_1,1
nor3_1,1
nor3_2,1
nor4_1,1
o211ai_1,1
o21ai_0,2
o311ai_0,1
or3_4,1
or4_1,1
xnor2_1,6
xor2_1,6
No activity file was given, so power comes from the tool's default toggle rates.
