**/design/flow/design.v**
```verilog
module contador_0_13 (
    input wire clk,       
    input wire rst_n,     
    output reg [3:0] q    
);
    wire reset;  
    assign reset = (q == 4'b1101);
    always @(negedge rst_n or posedge clk) begin
        if (!rst_n)
            q <= 4'b0000;    
        else if (reset)
            q <= 4'b0000;    
        else
            q <= q + 1;      
    end
endmodule
```
**/design/flow/run.sh**
```bash
#!/bin/bash
# OpenROAD 26Q1-2900-gdf79404cd8, Yosys 0.63+post, stock flow scripts
make -C /OpenROAD-flow-scripts/flow DESIGN_CONFIG=/design/flow/config.mk WORK_HOME=/design/flow/orfs finish
```
**/design/flow/config.mk**
```make
export PLATFORM = sky130hd
export DESIGN_NAME = contador_0_13
export DESIGN_NICKNAME = contador_0_13
export VERILOG_FILES = /design/flow/design.v
export SDC_FILE = /design/flow/constraint.sdc
export NUM_CORES = 4
export LEC_CHECK = 1
export CORE_AREA = 10 10 70 70
export DIE_AREA = 0 0 80 80
```
**/design/flow/constraint.sdc**
```tcl
current_design contador_0_13

set clk_period 1.0
set clk_io_pct 0.2

create_clock -name clk0 -period $clk_period [get_ports {clk}]

set non_clock_inputs [all_inputs -no_clocks]
set_input_delay [expr $clk_period * $clk_io_pct] -clock clk0 $non_clock_inputs
set_output_delay [expr $clk_period * $clk_io_pct] -clock clk0 [all_outputs]
```
==> impl_metrics.json <==
{
  "clock_sinks": 4,
  "min_period_ps": 996,
  "critPathKind": "reg2reg",
  "hold_slack_ps": 167,
  "maxCapViolations": 0,
  "largest_reg_flops": 4,
  "warnings": 26,
  "place_hpwl_um": 322,
  "rsz0062_at_grt": "yes",
  "worst_slack_ps": 4.40,
  "syn-instance-count": 13,
  "hold_viol": 0,
  "cp-start-kind": "flop",
  "post_drt_wl_per_cell_um": 5.52,
  "insertion_delay_ps": 230,
  "core_area_um2": 3420,
  "clk_pin_slew_ps": 40,
  "synth_area_um2": 163,
  "largestRegisters": "q: 4 flops",
  "power.leakage_uw": 0.000121,
  "ioPinCount": 6,
  "syn_to_final_growth_pct": 92.3,
  "regMostFlops": "q",
  "hold_path_class": "in2async",
  "slew_viol_final": 0,
  "finalCritPeriodShare": 0.996,
  "cts_hold_buf": 0,
  "setup_viol": 0,
  "gp_congestion": 0.743,
  "drt_wl_total_um": 392,
  "tightestPinTransition_ps": 179,
  "worstPathRequired_ps": 1120,
  "drive_gt1_frac": 0.560,
  "io_buffers": 5,
  "grt_pass1_vias": 160,
  "cts_tree": "done",
  "vias_per_cell": 1.92,
  "dpl-instance-area_um2": 300,
  "drc_errors": 0,
  "via_count": 136,
  "grt_first_pass_wirelength_um": 676,
  "worstSetupEndpointType": "flop",
  "cts_buffers": 3,
  "synth.distinct_cells": 9,
  "grtUsageTotal": 0.0139,
  "design_area_um2": 313,
  "die_y_um": 80,
  "die_w_um": 80,
  "ir_worst_vdd_mv": 0.570,
  "max_freq_ghz": 1.00,
  "grt_max_degree": 6,
  "rrSetupSlack_ps": 4,
  "skew_ps": 5.89,
  "yosys_area_um2": 163,
  "cts_root_buf": "clkbuf_4",
  "maxSlewHeadroom": 0.881,
  "dr.first_iter.drc_count": 0,
  "postSynthAreaPerCell_um2": 12.5,
  "yosys_warnings": 1,
  "dp_slack_ps": -34.0,
  "dieArea_um2": 6400,
  "powerDensity_nw_per_um2": 1160,
  "worstPathMaxFanout": 4,
  "num_antenna_cells": 0,
  "ys_seq_frac": 0.615,
  "antenna_found_initial": 0,
  "htreeDepth": 1,
  "first_pass_iters": 1,
  "arrival_ps": 1110,
  "core.rowCount": 21,
  "ys_ff": 4,
  "synth_stat.cells": 13,
  "ant_nets": 0,
  "fp_util": 0.0476,
  "clk_path_buf_depth": 2,
  "grt_overflow": 0,
  "status": "finished, final reports clean"
}
final cells by class:
cell class / count / area [um^2]
Tap cell: 46 / 57.6
Fill cell: 410 / 3100
Inverter: 1 / 3.75
Sequential cell: 4 / 100
Timing Repair Buffer: 9 / 63.8
Clock buffer: 3 / 22.5
Multi-Input combinational cell: 8 / 65.1
through the flow:
stage	setup TNS, ps	power, uW	utilization	std cells
6_report	0	364	0.0916	71
5_1_grt	-25.7	383	0.0916	71
4_1_cts	0	373	0.0919	71
3_3_place_gp	-86.2	171	0.0879	68
2_1_floorplan	0	165	-	13
3_5_place_dp	-103	171	0.0879	68
cells by family (layout without fill, tap and decap cells):
kind of cell,after synthesis,count (layout),synth area share
muxes,2,2,0.138
buffers and inverters,1,13,0.0231
and+or+nand+nor,3,3,0.108
DFF,4,4,0.615
AOI/OAI and AO/OA,3,3,0.115
Yosys cell counts:
library cell  n  area share
a22o_1        1       0.054
a21oi_1       1       0.031
nand2_1       1       0.023
dfrtp_1       4        0.62
o21ai_0       1       0.031
inv_1         1       0.023
mux2_2        2        0.14
and2b_1       1       0.046
nor2b_1       1       0.038
per-layer routing:
metal	part of all wire	wire length [um]	GRT usage
met1	0.63	246	0.0193
met2	0.28	109	0.0152
met3	0.092	36	0.0125
met4	0	0	0.00176
met5	0	0	0
power by group:
group          internal [uW]  switching [uW]
logic                   3.47            2.82
registers                163               0
clock network            134            60.6
path summary, 6_finish.rpt:
check,startpoint,endpoint,depth (start not counted)
worst max-delay path,q[3],q[3],3
worst min-delay path,rst_n,q[2],1
worst max register to register,q[3],q[3],3
worst min register to register,q[0],q[0],2
max in group asynchronous,rst_n,q[1],1
min in group clk0,q[0],q[0],2
worst max-delay path, cell delays in order, from the launching register on:
cell	delay, ps
dfrtp_1	350
buf_6	110
and2b_1	170
mux2_4	260
cell usage in the layout (no fill, tap or decap):
cell type and instances:
inv_1 1, nand2_2 1, nor2b_1 1, dfrtp_1 4, clkbuf_4 3, buf_6 1
buf_4 3, buf_2 3, a22o_1 1, o21ai_0 1, clkbuf_2 1, clkdlybuf4s50_1 1
mux2_4 1, mux2_2 1, a21oi_1 1, and2b_1 1
timing repair:
action | in CTS | in global routing
resized | 14 | 2
setup buffers | 1 | 0
endpoints found under the setup margin | 5 | 2
Power and IR drop assume default switching activity.
